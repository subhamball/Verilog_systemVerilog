==> flow/design.v <==
module barrel_shifter_bf(out,in,n,lr);
  input [7:0] in;
  input [2:0] n;
  input lr;
  output reg [7:0] out;
  always @(*) 
    begin
      if(lr)
        out = in << n;
      else
        out = in >> n;
    end
endmodule
==> flow/run.sh <==
#!/bin/bash
# OpenROAD 26Q1-2900-gdf79404cd8, Yosys 0.63+post, stock flow scripts
make -C /OpenROAD-flow-scripts/flow DESIGN_CONFIG=/design/flow/config.mk WORK_HOME=/design/flow/orfs finish
==> flow/config.mk <==
export PLATFORM = sky130hd
export DESIGN_NAME = barrel_shifter_bf
export DESIGN_NICKNAME = barrel_shifter_bf
export VERILOG_FILES = /design/flow/design.v
export SDC_FILE = /design/flow/constraint.sdc
export NUM_CORES = 4
export LEC_CHECK = 1
export CORE_AREA = 10 10 70 70
export DIE_AREA = 0 0 80 80
==> flow/constraint.sdc <==
current_design barrel_shifter_bf

set clk_period 1.9
set clk_io_pct 0.2

create_clock -name clk0 -period $clk_period

set non_clock_inputs [all_inputs -no_clocks]
set_input_delay [expr $clk_period * $clk_io_pct] -clock clk0 $non_clock_inputs
set_output_delay [expr $clk_period * $clk_io_pct] -clock clk0 [all_outputs]
==> run_summary.xml <==
<?xml version="1.0" encoding="UTF-8"?>
<metrics>
  <group name="synth">
    <metric name="synth.cells.most_frequent" unit="">10 x sky130_fd_sc_hd__nand2_1, 9 x sky130_fd_sc_hd__nor2_1, 8 x sky130_fd_sc_hd__mux2i_1, 6 x sky130_fd_sc_hd__nand2b_1, 5 x sky130_fd_sc_hd__nand3_1</metric>
    <metric name="synth.yosys.num_cells" unit="">78</metric>
    <metric name="synthCells" unit="">78</metric>
    <metric name="post_synth_area_from_yosys_stat" unit="µm²">500</metric>
    <metric name="yosysWarnings" unit="">1</metric>
    <metric name="mappedNetlistArea" unit="µm²">500</metric>
    <metric name="yosys.area.top_type_share" unit="%">16.0</metric>
    <metric name="synth.top_cells.by_area" unit="">sky130_fd_sc_hd__mux2i_1 16%, sky130_fd_sc_hd__nand2_1 7.5%, sky130_fd_sc_hd__nand2b_1 7.5%</metric>
    <metric name="synth_top_cell_by_area" unit="">sky130_fd_sc_hd__mux2i_1</metric>
    <metric name="syn_avg_cell_area" unit="µm²">6.42</metric>
    <metric name="yosys.cell_count.top_type" unit="">sky130_fd_sc_hd__nand2_1</metric>
    <metric name="synth_seq_share" unit="%">0</metric>
    <metric name="ys_types" unit="">30</metric>
  </group>
  <group name="cells_and_area">
    <metric name="layout.area.seq" unit="µm²">0</metric>
    <metric name="drive_above_1_share" unit="%">54.9</metric>
    <metric name="nFillCells" unit="">356</metric>
    <metric name="flop-count" unit="">0</metric>
    <metric name="num-clock-buffers" unit="">0</metric>
    <metric name="syn_to_final_growth" unit="%">119</metric>
  </group>
  <group name="grt">
    <metric name="grt_pass1_vias" unit="">770</metric>
    <metric name="grt_remaining_overflow" unit="">0</metric>
    <metric name="grt_first_pass_wirelength" unit="mm">3.75</metric>
    <metric name="grt_antenna_before_repair" unit="">0</metric>
    <metric name="maximum_number_of_pins_on_one_net_before_global_route_repair" unit="">9</metric>
    <metric name="track_usage" unit="%">6.87</metric>
  </group>
  <group name="worst_hold_path">
    <metric name="holdPathStages" unit="">4</metric>
    <metric name="timing.hold.worst.class" unit="">primary input to output pin</metric>
    <metric name="worst_hold_startpoint" unit="">n[1]</metric>
    <metric name="hold_endpoint" unit="">out[0]</metric>
  </group>
  <group name="die">
    <metric name="ioPinCount" unit="">20</metric>
    <metric name="core" unit="µm²">3420</metric>
    <metric name="placementRows" unit="">21</metric>
    <metric name="die_w" unit="µm">80</metric>
    <metric name="initial_core_util" unit="%">14.7</metric>
    <metric name="floorplan.die.height" unit="µm">80</metric>
    <metric name="floorplan.die_area" unit="µm²">6400</metric>
  </group>
  <group name="timing">
    <metric name="finalCriticalPeriod" unit="ps">1950</metric>
    <metric name="layout_setup_ws" unit="ps">-47.9</metric>
    <metric name="clock.fmax" unit="GHz">0.513</metric>
    <metric name="finalSetupViolCount" unit="">3</metric>
    <metric name="final.setup.tns" unit="ps">-107</metric>
    <metric name="slew-limit-headroom" unit="%">79.4</metric>
    <metric name="hold_viol" unit="">0</metric>
    <metric name="timing_worst_slew_pin_value" unit="ps">309</metric>
    <metric name="finalCritPeriodShare" unit="%">103</metric>
    <metric name="unrepaired_setup_endpoints_after_global_routing" unit="">yes</metric>
    <metric name="slew_violations" unit="">0</metric>
  </group>
  <group name="setup_path">
    <metric name="worst-endpoint-required" unit="ps">1520</metric>
    <metric name="setup.worst_path.start_class" unit="">primary input</metric>
    <metric name="critical_path_class" unit="">primary input to output pin</metric>
    <metric name="critical-path-max-stage-delay" unit="ps">320</metric>
    <metric name="crit_path_max_fanout" unit="">5</metric>
    <metric name="critical_path_s_slowest_cell" unit="">sky130_fd_sc_hd__mux2_4</metric>
    <metric name="cp_cell_instances" unit="">buf_8 &gt; buf_16 &gt; mux2_4 &gt; a32o_1 &gt; a221o_1 &gt; buf_2</metric>
    <metric name="critical_path.endpoint_type" unit="">output pin</metric>
    <metric name="critPathArrivalTime" unit="ps">1570</metric>
  </group>
  <group name="routing">
    <metric name="drt_iter0_markers" unit="">68</metric>
    <metric name="num_antenna_cells" unit="">0</metric>
    <metric name="drt-wirelength-per-cell" unit="µm">14.6</metric>
    <metric name="num_vias" unit="">800</metric>
    <metric name="wirelength" unit="mm">2.45</metric>
    <metric name="detail_route.vias_per_cell" unit="">4.76</metric>
    <metric name="post-route-drc-count" unit="">0</metric>
    <metric name="antenna_left" unit="">0</metric>
    <metric name="drt_pass1_iterations" unit="">4</metric>
  </group>
  <group name="power_and_ir_drop">
    <metric name="share_clk_of_total_power" unit="%">0</metric>
    <metric name="intPower" unit="µW">145</metric>
    <metric name="peakVddDrop" unit="mV">0.0590</metric>
    <metric name="power_density" unit="nW/µm²">237</metric>
    <metric name="sw_frac_of_total" unit="%">44.3</metric>
    <metric name="total_switching_power" unit="µW">115</metric>
    <metric name="power.share.combinational" unit="%">100.0</metric>
    <metric name="power.sequential.fraction" unit="%">0</metric>
    <metric name="power.static_leakage" unit="µW">0.000493</metric>
  </group>
  <group name="placed_design">
    <metric name="detailedPlacementHpwl" unit="mm">1.57</metric>
    <metric name="numPortBuffers" unit="">20</metric>
    <metric name="place_worst_setup_slack" unit="ps">-756</metric>
    <metric name="gpl.final_weighted_congestion" unit="">0.862</metric>
  </group>
  <group name="flow_run">
    <metric name="max-cap-violations" unit="">0</metric>
    <metric name="warning_count" unit="">34</metric>
  </group>
  <group name="run_status">
    <metric name="violations_in_the_final_reports" unit="">setup timing</metric>
    <metric name="result_of_the_run" unit="">finished, violations left</metric>
  </group>
  <group name="clock_tree">
    <metric name="cts_hold_repair.buffers" unit="">0</metric>
  </group>
</metrics>
logic make-up (layout without fill, tap and decap cells):
family | count (synthesis) | count (layout) | share of synthesized area (%)
compound gates | 24 | 24 | 35.5
buf+inv | 8 | 52 | 9.75
simple gates | 37 | 37 | 35.8
mux | 9 | 9 | 19.0
cell usage in the layout (no fill, tap or decap), types with 4 or more instances in the layout:
cell type / netlist / layout
sky130_fd_sc_hd__nand3_1: 5 / 5
sky130_fd_sc_hd__clkdlybuf4s15_2: 0 / 4
sky130_fd_sc_hd__nand2b_4: 0 / 4
sky130_fd_sc_hd__buf_4: 0 / 22
sky130_fd_sc_hd__nor2_1: 9 / 7
sky130_fd_sc_hd__buf_2: 3 / 7
sky130_fd_sc_hd__mux2i_1: 8 / 4
sky130_fd_sc_hd__buf_6: 2 / 5
sky130_fd_sc_hd__nand2_1: 10 / 9
through the flow:
stage | util (%) | power (µW) | cells | cell area, µm² | hold WS (ps)
finish | 32.1 | 260 | 168 | 1100 | 1240
global route | 32.1 | 281 | 168 | 1100 | 1290
CTS | 31.0 | 237 | 167 | 1060 | 1350
detailed placement | 25.2 | 199 | 155 | 861 | 1960
global placement | 25.2 | 200 | 155 | 861 | 1970
floorplan | - | 89.1 | 78 | 500 | 907
worst max-delay path by stage:
stage / startpoint / slack (ps) / end / cells past startpoint
4_1_cts: n[0] / -30 / out[1] / 6
5_1_grt: n[0] / -120 / out[5] / 8
6_report: n[0] / -50 / out[1] / 6
cell type report:
type	count	area (µm²)	area share (%)
multi-input combinational	70	576	52.5
timing repair buffer	51	460	42.0
tap	46	57.6	5.25
inverter	1	3.75	0.342
power by group through the flow:
stage	clock network, µW	registers [µW]	logic, µW
CTS	0	0	237
global route	0	0	281
finish	0	0	260
metal layers:
layer | share of wire (%) | up-vias | GRT usage, % | wire (µm)
met5 | 0 | - | 0 | 0
met4 | 0.57 | 0 | 0 | 14
met3 | 6.9 | 2 | 0.568 | 168
met2 | 47 | 36 | 11.2 | 1150
met1 | 46 | 372 | 10.2 | 1120
li1 | - | 390 | - | -
worst max-delay path, delay by kind of cell:
family          cells  cell delay (ps)
compound gates      2              510
buf+inv             3              360
mux                 1              320
timing repair:
action                                  in CTS  in global routing
setup buffers                               11                  1
endpoints found under the setup margin       8                  8
gates cloned                                 1                  0
pin swaps                                   14                 14
hold endpoints to repair                     0                  0
resized                                     70                 22
Power figures rest on the tool's default switching activity, not on a simulated workload.
