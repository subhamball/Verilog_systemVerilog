`./config.mk`:
```
export PLATFORM = sky130hd
export DESIGN_NAME = ripple_carry_adder
export DESIGN_NICKNAME = ripple_carry_adder
export VERILOG_FILES = /design/flow/design.v
export SDC_FILE = /design/flow/constraint.sdc
export NUM_CORES = 4
export LEC_CHECK = 1
export CORE_AREA = 10 10 70 70
export DIE_AREA = 0 0 80 80
```
`./design.v`:
```
module full_adder(
  input a, b, cin,
  output sum, cout
);
  assign sum = a^b^cin;
  assign cout = (a & b) | (b & cin) | (a & cin);
endmodule
module ripple_carry_adder #(parameter SIZE = 4) (
  input [SIZE-1:0] A, B, 
  input Cin,
  output [SIZE-1:0] S, Cout);
  genvar g;
  full_adder fa0(A[0], B[0], Cin, S[0], Cout[0]);
  generate   
    for(g = 1; g<SIZE; g++) begin
      full_adder fa(A[g], B[g], Cout[g-1], S[g], Cout[g]);
    end
  endgenerate
endmodule
```
`./run.sh`:
```
#!/bin/bash
# OpenROAD 26Q1-2900-gdf79404cd8, Yosys 0.63+post, stock flow scripts
make -C /OpenROAD-flow-scripts/flow DESIGN_CONFIG=/design/flow/config.mk WORK_HOME=/design/flow/orfs finish
```
`./constraint.sdc`:
```
current_design ripple_carry_adder

set clk_period 3.8
set clk_io_pct 0.2

create_clock -name clk0 -period $clk_period

set non_clock_inputs [all_inputs -no_clocks]
set_input_delay [expr $clk_period * $clk_io_pct] -clock clk0 $non_clock_inputs
set_output_delay [expr $clk_period * $clk_io_pct] -clock clk0 [all_outputs]
```
==> Slide: Implementation Results <==
Key Metrics from the Run

Status
  – Status: complete, no violations

Pwr
  – Reg power frac: 0
  – Logic gate share of total power: 1.000
  – Sw power: 12.0 uW
  – P_int: 30.0 uW
  – Clock power frac: 0
  – Pleak: 0.147 nW
  – Sw frac: 0.286
  – Maximum VDD drop: 0.0299 mV
  – Power Density: 121 nW/um^2

Layout
  – Share of cells above drive strength 1: 0.258
  – Top cells excl fill/tap: clkdlybuf4s50_1, inv_1, inv_2, dlygate4sd2_1, fa_2
  – Register area: 0 um^2
  – Layout clock buffer count: 0
  – Area grow syn2layout: 95.8%
  – Most numerous logic cell after layout: clkdlybuf4s50_1
  – Seq cells: 0

Critical path
  – CP delay by family, top: adder cells
  – WP data required: about 3.0 ns
  – Critical path class: in2out
  – Crit-path max FO: 2
  – CP Cell Sequence: dlygate4sd2_1 -> inv_2 -> fa_2 -> inv_2 -> fa_2 -> fa_2 -> inv_2 -> fa_1 -> inv_1 -> clkdlybuf4s50_1
  – Worst path buffer plus inverter count: 6
  – CP Capture Type: output pin
  – CP max stage cell: clkdlybuf4s50_1
  – Worst EP arrival: 2.81 ns
  – Setup crit start kind: input port
  – Critical path's largest stage delay: 0.46 ns

Final timing
  – Max Transition Viols Final: 0
  – TNS Setup: 0 ns
  – Fin crit share: 0.939
  – Final WS setup: 0.232 ns
  – Worst Max-Slew Pin Slew: 0.0974 ns
  – Max_slew headroom: 0.935
  – Hold Slack: 2.41 ns
  – Final Hold Viols: 0
  – Fmax: 0.280 GHz
  – Final setup vio count: 0
  – RSZ-0062 raised after global routing: no
  – Minimum clock period: 3.57 ns

Job
  – # Max-Cap Violations: 0
  – OpenROAD warning count: 32

Synthesis
  – Distinct cells, synth: 3
  – Top cells by area: fa_1, buf_4, inv_1
  – Yosys chip area: roughly 180 um^2
  – Mean Syn Cell Area: 8.08 um^2
  – Synth area leader: fa_1
  – Yosys warns: 0
  – Gate Count Post-Synth: 22
  – Yosys Instances: 22
  – Mapped Area: approximately 180 um^2
  – Post-synth top area share: 0.451
  – Sequential area share after synthesis: 0

Global route
  – First-pass GRT wire length: about 680 um
  – Total Routing Usage GR: 0.0130
  – Total gr overflow: 0
  – Vias in the first global route: ~170
  – Initial antenna violation count: 0
  – Largest net degree at the start of global routing: 3

Placed design
  – Dpl hpwl: 447 um
  – Pre-CTS setup slack: -0.312 ns
  – Port Buffers: 17
  – Final Wtd Congestion: 0.776

Detailed routing
  – Drt via density: 1.90
  – Vias: 146
  – Routed wire per std cell: 5.94 um
  – Antenna diodes: 0
  – Post-route ant nets: 0
  – Total iterations of the first detailed-routing run: 1
  – 1st-iter DRT viols: 0
  – Total Wirelength: around 460 um
  – DRC: 0

Floorplan
  – DIE AREA: 6400 um^2
  – Core area: 3420 um^2
  – Std-Cell Rows: 21
  – Initial Utilization: 0.0520
  – Die height: 80 um
  – Die Wd: 80 um
  – Num ports: 17

Min path
  – Worst hold stages: 5
  – Worst hold-check path type: in2out
  – Hold-critical path endpoint: S[3]
  – Hold_sp: B[3]
-- per-stage QoR --
| step | cells | util | instance area (um^2) | power (mW) |
|---|---|---|---|---|
| after floorplan | 22 | - | 178 | 0.0234 |
| after global placement | 77 | 0.101 | 345 | 0.0437 |
| after detailed placement | 77 | 0.101 | 345 | 0.0442 |
| after CTS | 77 | 0.102 | 348 | 0.0438 |
| after global routing | 77 | 0.102 | 348 | 0.0491 |
| final | 77 | 0.102 | 348 | 0.0420 |
-- area by class of cell --
type	instances	area, um^2
fillers	403	3070
repair buffers	17	165
multi-input cells	4	87.6
well taps	46	57.6
inverters	10	37.5
-- power groups by stage --
stage,Sequential [mW],Clock (mW),Combinational [mW]
finish,0,0,0.0420
global route,0,0,0.0491
CTS,0,0,0.0438
-- cells by family (layout without fill, tap and decap cells) --
logic type | Yosys count | count (layout) | synth area share
adders and majority gates | 4 | 4 | 0.451
buffers and inverters | 18 | 27 | 0.549
-- what timing repair did --
item | 4_1_cts | 5_1_grt
endpoints found under the setup margin | 2 | 0
hold buffers | 0 | 0
setup buffers | 0 | 0
endpoints found under the hold margin | 0 | 0
gates resized | 12 | 0
-- how the worst max path moves through the flow --
stage,start,to,depth (start not counted),slack [ns]
4_1_cts,Cin,Cout[3],10,0.20
6_report,Cin,Cout[3],10,0.23
5_1_grt,Cin,Cout[3],10,0.11
-- per-layer routing --
layer	vias up	GRT usage	routed length [um]
met5	-	0	0
met4	0	0	0
met3	0	0.0148	138
met2	16	0.0152	113
met1	64	0.0161	205
li1	66	-	-
-- synthesized netlist by cell type --
cell type  count
buf_4          8
fa_1           4
inv_1         10
Power figures rest on the tool's default switching activity, not on a simulated workload.
