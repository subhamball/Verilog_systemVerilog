--- flow/config.mk ---
export PLATFORM = sky130hd
export DESIGN_NAME = ALU
export DESIGN_NICKNAME = ALU
export VERILOG_FILES = /design/flow/design.v
export SDC_FILE = /design/flow/constraint.sdc
export NUM_CORES = 4
export LEC_CHECK = 1
export CORE_UTILIZATION = 40
--- flow/constraint.sdc ---
current_design ALU

set clk_period 33.3
set clk_io_pct 0.2

create_clock -name clk0 -period $clk_period

set non_clock_inputs [all_inputs -no_clocks]
set_input_delay [expr $clk_period * $clk_io_pct] -clock clk0 $non_clock_inputs
set_output_delay [expr $clk_period * $clk_io_pct] -clock clk0 [all_outputs]
--- flow/design.v ---
module ALU(Out,Opcode,A,B,N_bit);
  input [7:0] A,B;
  input [3:0] Opcode,N_bit;
  output reg [15:0] Out;
  always @(*)
    begin
      case(Opcode)
        4'b0000 : Out = A + B;
        4'b0001 : Out = A - B;
        4'b0010 : Out = A * B;
        4'b0011 : Out = A / B;
        4'b0100 : Out = A >> N_bit;
        4'b0101 : Out = A << N_bit;
        4'b0110 : Out = A ^ B;
        4'b0111 : Out = A & B;
        4'b1000 : Out = A | B;
        4'b1001 : Out = A ~^ B;
        4'b1010 : Out = {A[6:0],A[7]}; 
        4'b1011 : Out = {A[0],A[7:1]}; 
        4'b1100 : Out = &A;
        4'b1101 : Out = |A;
        4'b1110 : Out = ^A ;
        4'b1111 : Out = ~^A;
        default : Out = 16'd0;
      endcase
    end
endmodule
--- flow/run.sh ---
#!/bin/bash
# OpenROAD 26Q1-2900-gdf79404cd8, Yosys 0.63+post, stock flow scripts
make -C /OpenROAD-flow-scripts/flow DESIGN_CONFIG=/design/flow/config.mk WORK_HOME=/design/flow/orfs finish
==> flow_summary.yaml <==
# physical design summary
timing:
  tightestPinTransition_ns: 0.884
  rsz0062_at_grt: "yes"
  slew_headroom_pct: 40.9
  fmax_ghz: 0.0256
  min_period_ns: 38.99
  hold_viol: 0
  fin_crit_sh_pct: 117
  whs_ns: 14.35
  report.final.slew_viol_count: 0
  finalSetupViolations: 4
  finalWorstSetupSlack_ns: -5.69
setup_path:
  arrival_ns: 32.33
  path_class: "in -> out"
  cpPeakStageDelay_ns: 0.40
  worstPathRequired_ns: 26.64
  cpLargestDelayFamily: "AND-OR/OR-AND gates"
  path_common_cell: "o21a_1"
  slowest_stage: "or3_4"
  timing.critical_path.buf_inv: 11
  cp_num_cells: 144
  critPathCaptureType: "output pin"
  setup.worst_path.start: "B[6]"
  start_kind: "input port"
  cp_max_fo: 5
synthesis:
  ys.warnings.count: 1
  synth_top_area_share_pct: 22.1
  top_cells_by_count: "ha_1, nor2_1, nand2_1"
  yosysTopAreaCell: "ha_1"
  synth_dominant_cell_count: "ha_1"
  netlist_area_mm2: 0.00979
  ys_cells: 1367
  synth_area_per_cell_um2: 7.16
  post_synth_num_cell_types: 95
  synth_cells: 1367
  yosys_area_mm2: 0.00979
  top_cells_by_area: "ha_1, fa_1, nor2_1"
  ys_seq_share_pct: 0
pwr:
  p_per_area_mw_per_mm2: 87.9
  peakVddDrop_mv: 0.231
  power.leakage_nw: 7.48
  p_total_mw: 1.32
flow_run:
  cap_violations: 0
  warnings: 61
floorplan:
  row_count: 56
  initial_core_util_pct: 41.2
  pin_count: 40
  die_x_um: 158
  core_mm2: 0.0238
  die_h_um: 158
  die-area_mm2: 0.0251
placed_design:
  routabilityCongestion: 1.02
  io_buffer_count: 40
  dp_hpwl_mm: 27.2
routing:
  drt-initial-drc-count: 746
  drcViolationCount: 0
  viasPerCell: 5.55
  avgRoutedWirePerCell_um: 16.9
  drt-pass1-iter-count: 5
  ant_nets: 0
  num_vias: 12130
  wl_met2_mm: 15.9
  diodes: 0
  wl_met3_mm: 2.79
  dr.max_layer_used: "met4"
  wl_met1_mm: 17.1
  wl_mm: 36.8
final_layout:
  nClkBuffers: 0
  drive_gt1_share_pct: 37.7
  design.seq.count: 0
  seqCellArea_um2: 0
  area_growth_pct: 53.9
status:
  violations: "negative setup slack"
  outcome: "finished, violations left"
global_route:
  overflow: 0
  grt_pass1_wl_mm: 58.4
  grt_max_degree: 35
  track_usage_pct: 30.1
  grt_pass1_vias: 11395
  antenna_found_initial: 0
clock_network:
  holdBufCountCts: 0
hold_path:
  hp-class: "in -> out"
  holdPathStages: 6
  min-delay-start: "N_bit[3]"
[final timing paths]
| path | endpoint |
|---|---|
| max | Out[0] |
| min | Out[1] |
[power by group]
part / switching, mW / internal (mW) / total, mW
registers: 0 / 0 / 0
logic: 0.567 / 0.757 / 1.32
clock network: 0 / 0 / 0
[logic make-up after synthesis]
group                    share of synthesized area [%]
adder cells (fa/ha/maj)                           30.0
other                                           0.0383
buffers and inverters                             6.56
AND/OR/NAND/NOR                                   23.9
multiplexers                                      6.22
XOR/XNOR                                          5.10
AND-OR/OR-AND                                     28.2
[per-layer routing]
| layer | global-route usage [%] | vias up |
|---|---|---|
| met5 | 0 | - |
| met4 | 7.83 | 0 |
| met3 | 4.79 | 82 |
| met2 | 47.6 | 436 |
| met1 | 42.7 | 5595 |
| li1 | - | 6017 |
[area by class of cell]
class | count | area [um2]
tap | 319 | 399
multi-input combinational | 1208 | 9980
inverter | 108 | 413
fill | 1918 | 8690
timing repair buffer | 550 | 4270
[cells in the final DEF, fill, tap and decap left out, types with 8 or more instances in the layout]
master             n
xnor2_1           33
inv_1             96
xor2_1            24
a21oi_1           84
o2111ai_1          8
mux2_4             8
o21bai_1          11
fa_1              38
buf_6             17
nand2b_1          18
o211ai_1          16
inv_2              8
nor4_1            11
clkdlybuf4s50_1   26
nor3_1            52
mux2_2            17
nor2_1           135
ha_1             156
nand4_1           17
o31ai_1           12
a22oi_1           11
a31oi_1           10
o22ai_1            8
nand3_1           25
a21oi_2           14
and3_1            10
mux2i_1           21
a21o_1            30
nand2_1          109
o21ai_0           51
o21ai_2           10
o21a_1            41
buf_4            498
nor2b_1           13
ha_4              12
[metrics by stage]
stage / utilization [%] / instance area [um2] / setup slack, ns / instances / setup TNS [ns]
floorplan: - / 10300 / -6.49 / 1370 / -14.31
global placement: 56.4 / 13400 / -6.37 / 2026 / -14.54
detailed placement: 56.4 / 13400 / -6.84 / 2026 / -16.19
CTS: 60.8 / 14500 / -5.42 / 2142 / -11.29
global route: 63.4 / 15100 / -7.08 / 2185 / -16.49
finish: 63.4 / 15100 / -5.69 / 2185 / -11.96
[timing repair]
item,4_1_cts,5_1_grt
resized,99,64
pin swaps,93,64
setup endpoints to repair,4,4
buffers inserted,116,44
Power figures rest on the tool's default switching activity, not on a simulated workload.
